### design/flow/run.sh
#!/bin/bash
# OpenROAD 26Q1-2900-gdf79404cd8, Yosys 0.63+post, stock flow scripts
make -C /OpenROAD-flow-scripts/flow DESIGN_CONFIG=/design/flow/config.mk WORK_HOME=/design/flow/orfs finish
### design/flow/config.mk
export PLATFORM = sky130hd
export DESIGN_NAME = ControllerDecoder
export DESIGN_NICKNAME = ControllerDecoder
export VERILOG_FILES = /design/flow/design.v
export SDC_FILE = /design/flow/constraint.sdc
export NUM_CORES = 4
export LEC_CHECK = 1
export CORE_AREA = 10 10 70 70
export DIE_AREA = 0 0 80 80
### design/flow/constraint.sdc
current_design ControllerDecoder

set clk_period 4.2
set clk_io_pct 0.2

create_clock -name clk0 -period $clk_period

set non_clock_inputs [all_inputs -no_clocks]
set_input_delay [expr $clk_period * $clk_io_pct] -clock clk0 $non_clock_inputs
set_output_delay [expr $clk_period * $clk_io_pct] -clock clk0 [all_outputs]
### design/flow/design.v
`timescale 1ns / 1ps
`timescale 1ns / 1ps
module ControllerDecoder(
    input wire [31:0] inst,
    output reg jal,
    output reg jalr,
    output reg op1_src, op2_src,
    output reg [3:0] ALU_func,
    output reg [2:0] br_type,
    output reg load_npc,
    output reg wb_select,
    output reg [2:0] load_type,
    output reg reg_write_en,
    output reg [3:0] cache_write_en,
    output reg [2:0] imm_type,
    output reg CSR_write_en,
    output reg CSR_zimm_or_reg
    );
    wire [6:0] opcode, funct7;
    wire [2:0] funct3;
    assign opcode = inst[6:0];
    assign funct7 = inst[31:25];
    assign funct3 = inst[14:12];
    always @ (*)
    begin
        if (opcode == 7'b0110111)
        begin
            jal = 0;
            jalr = 0;
            op1_src = 0;
            op2_src = 1;
            ALU_func = 4'd10;
            br_type = 0;
            load_npc = 0;
            wb_select = 0;
            load_type = 0;
            reg_write_en = 1;
            cache_write_en = 0;
            imm_type = 3'd4;
            CSR_write_en = 0;
            CSR_zimm_or_reg = 0;
        end
        else if (opcode == 7'b1101111)
        begin
            jal = 1;
            jalr = 0;
            op1_src = 0;
            op2_src = 0;
            ALU_func = 0;
            br_type = 0;
            load_npc = 1;
            wb_select = 0;
            load_type = 0;
            reg_write_en = 1;
            cache_write_en = 0;
            imm_type = 3'd5;
            CSR_write_en = 0;
            CSR_zimm_or_reg = 0;
        end
        else if (opcode == 7'b0000011)
        begin
            jal = 0;
            jalr = 0;
            op1_src = 0;
            op2_src = 1;
            ALU_func = 4'd3;
            br_type = 0;
            load_npc = 0;
            wb_select = 1;
            reg_write_en = 1;
            cache_write_en = 0;
            imm_type = 3'd1;
            CSR_write_en = 0;
            CSR_zimm_or_reg = 0;
            if (funct3 == 3'b000)
            begin
                load_type = 3'd1;
            end
            else if (funct3 == 3'b001)
            begin
                load_type = 3'd2;
            end
            else if (funct3 == 3'b010)
            begin
                load_type = 3'd3;
            end
            else if (funct3 == 3'b100)
            begin
                load_type = 3'd4;
            end
            else if (funct3 == 3'b101)
            begin
                load_type = 3'd5;
            end
            else 
            begin
                reg_write_en = 0;
                load_type = 3'b0;
            end
        end
        else if (opcode == 7'b0010111) 
        begin
            jal = 0;
            jalr = 0;
            op1_src = 1;
            op2_src = 1;
            ALU_func = 4'd3;
            br_type = 0;
            load_npc = 0;
            wb_select = 0;
            load_type = 0;
            reg_write_en = 1;
            cache_write_en = 0;
            imm_type = 3'd4;
            CSR_write_en = 0;
            CSR_zimm_or_reg = 0;
        end
        else if (opcode == 7'b1100111)
        begin
            jal = 0;
            jalr = 1;
            op1_src = 0;
            op2_src = 1;
            ALU_func = 4'd3;
            br_type = 0;
            load_npc = 1;
            wb_select = 0;
            load_type = 0;
            reg_write_en = 1;
            cache_write_en = 0;
            imm_type = 3'd1;
            CSR_write_en = 0;
            CSR_zimm_or_reg = 0;
        end
        else if (opcode == 7'b1100011)
        begin
            jal = 0;
            jalr = 0;
            op1_src = 0;
            op2_src = 0;
            ALU_func = 0;
            load_npc = 0;
            wb_select = 0;
            load_type = 0;
            reg_write_en = 0;
            cache_write_en = 0;
            imm_type = 3'd3;
            CSR_write_en = 0;
            CSR_zimm_or_reg = 0;
            if (funct3 == 3'b000)
            begin
                br_type = 3'd1;
            end
            else if (funct3 == 3'b001)
            begin
                br_type = 3'd2;
            end
            else if (funct3 == 3'b100)
            begin
                br_type = 3'd3;
            end
            else if (funct3 == 3'b101)
            begin
                br_type = 3'd5;
            end
            else if (funct3 == 3'b110)
            begin
                br_type = 3'd4;
            end
            else if (funct3 == 3'b111)
            begin
                br_type = 3'd6;
            end
            else 
            begin
                br_type = 3'd0;
            end
        end
        else if (opcode == 7'b0010011)
        begin
            jal = 0;
            jalr = 0;
            op1_src = 0;
            op2_src = 1;
            br_type = 0;
            load_npc = 0;
            wb_select = 0;
            load_type = 0;
            reg_write_en = 1;
            cache_write_en = 0;
            imm_type = 3'd1;
            CSR_write_en = 0;
            CSR_zimm_or_reg = 0;
            if (funct3 == 3'b000)
            begin
                ALU_func = 4'd3;
            end
            else if (funct3 == 3'b010)
            begin
                ALU_func = 4'd8;
            end
            else if (funct3 == 3'b011)
            begin
                ALU_func = 4'd9;
            end
            else if (funct3 == 3'b100)
            begin
                ALU_func = 4'd5;
            end
            else if (funct3 == 3'b110)
            begin
                ALU_func = 4'd6;
            end
            else if (funct3 == 3'b111)
            begin
                ALU_func = 4'd7;
            end
            else if (funct3 == 3'b001)
            begin
                ALU_func = 4'd0;
            end
            else if (funct3 == 3'b101)
            begin
                if (funct7 == 7'b0100000)
                begin
                    ALU_func = 4'd2;
                end
                else if (funct7 ==7'b0000000)
                begin
                    ALU_func = 4'd1;
                end
                else 
                begin
                    reg_write_en = 0;
                    ALU_func = 0;
                end
            end
            else
            begin
                reg_write_en = 0;
                ALU_func = 0;
            end
        end
        else if (opcode == 7'b0100011)
        begin
            jal = 0;
            jalr = 0;
            op1_src = 0;
            op2_src = 1;
            ALU_func = 4'd3;
            br_type = 0;
            load_npc = 0;
            wb_select = 0;
            load_type = 0;
            reg_write_en = 0;
            cache_write_en = 1;
            imm_type = 3'd2;
            CSR_write_en = 0;
            CSR_zimm_or_reg = 0;
            if (funct3 == 3'b000)
            begin
                cache_write_en = 4'b0001;
            end
            else if (funct3 == 3'b001)
            begin
                cache_write_en = 4'b0011;
            end
            else if (funct3 == 3'b010)
            begin
                cache_write_en = 4'b1111;
            end
            else 
            begin
                cache_write_en = 4'b0000;
            end
        end
        else if (opcode == 7'b0110011)
        begin
            jal = 0;
            jalr = 0;
            op1_src = 0;
            op2_src = 0;
            ALU_func = 0;
            br_type = 0;
            load_npc = 0;
            wb_select = 0;
            load_type = 0;
            reg_write_en = 1;
            cache_write_en = 0;
            imm_type = 0;
            CSR_write_en = 0;
            CSR_zimm_or_reg = 0;
            if (funct3 == 3'b000)
            begin
                if (funct7 == 7'b0000000)
                begin
                    ALU_func = 4'd3;
                end
                else if (funct7 == 7'b0100000)
                begin
                    ALU_func = 4'd4;
                end
                else 
                begin
                    ALU_func = 0;
                    reg_write_en = 0;
                end
            end
            else if (funct3 == 3'b001)
            begin
                ALU_func = 4'd0;
            end
            else if (funct3 == 3'b010)
            begin
                ALU_func = 4'd8;
            end
            else if (funct3 == 3'b011)
            begin
                ALU_func = 4'd9;
            end
            else if (funct3 == 3'b100)
            begin
                ALU_func = 4'd5;
            end
            else if (funct3 == 3'b101)
            begin
                if (funct7 == 7'b0000000)
                begin
                    ALU_func = 4'd1;
                end
                else if (funct7 == 7'b0100000)
                begin
                    ALU_func = 4'd2;
                end
                else
                begin
                    ALU_func = 0;
                    reg_write_en = 0;
                end
            end
            else if (funct3 == 3'b110)
            begin
                ALU_func = 4'd6;
            end
            else if (funct3 == 3'b111)
            begin
                ALU_func = 4'd7;
            end
            else 
            begin
                ALU_func = 0;
                reg_write_en = 0;
            end
        end
        else if (opcode == 7'b1110011)
        begin
            jal = 0;
            jalr = 0;
            op1_src = 0;
            op2_src = 0;
            ALU_func = 0;
            br_type = 0;
            load_npc = 0;
            wb_select = 0;
            load_type = 0;
            reg_write_en = 1;
            cache_write_en = 0;
            imm_type = 0;
            CSR_write_en = 1;
            if (funct3 == 3'b011)
            begin
                 ALU_func = 4'd13;
                 CSR_zimm_or_reg = 0;
            end
            else if (funct3 == 3'b111)
            begin
                 ALU_func = 4'd13;
                 CSR_zimm_or_reg = 1;
            end
            else if (funct3 == 3'b010)
            begin
                ALU_func = 4'd6;
                CSR_zimm_or_reg = 0;
            end
            else if (funct3 == 3'b110)
            begin
                ALU_func = 4'd6;
                CSR_zimm_or_reg = 1;
            end
            else if (funct3 == 3'b001)
            begin
                ALU_func = 4'd11;
                CSR_zimm_or_reg = 0;
            end
            else if (funct3 == 3'b101)
            begin
                ALU_func = 4'd11;
                CSR_zimm_or_reg = 1;
            end
            else 
            begin
                ALU_func = 0;
                CSR_zimm_or_reg = 0;
                CSR_write_en = 0;
                reg_write_en = 0;
            end
        end
        else 
        begin
            jal = 0;
            jalr = 0;
            op1_src = 0;
            op2_src = 0;
            ALU_func = 0;
            br_type = 0;
            load_npc = 0;
            wb_select = 0;
            load_type = 0;
            reg_write_en = 0;
            cache_write_en = 0;
            imm_type = 0;
            CSR_write_en = 0;
            CSR_zimm_or_reg = 0;
        end
    end
endmodule
==> ci_impl_report.md <==
### Flow metrics

| Metric | Value |
|---|---|
| Status | `completed` |
| Die ar. | `between 6000 and 7000 sq um` |
| Commonest cells in the netlist | `nor2_1, nand2_1, a21oi_1` |
| Dpl hpwl | `2480 um` |
| Finished Cell Area | `1290 sq um` |
| Floorplan utilization | `24.0%` |
| Mapped Cells | `around 140` |
| Log Warnings | `approximately 52` |
| Post-Route WL | `2920 um` |
| PortBufs | `between 40 and 50` |
| Core footprint | `3420 sq um` |
| Final hold viol count | `0` |
| Yosys cell types | `44` |
| Final Max Slew Viols | `0` |
| Yosys Chip Area | `around 820 sq um` |
| Max_slew headroom | `roughly two thirds` |
| # IOs | `58` |
| First-pass GRT wire length | `4820 um` |
| Reg area | `0 sq um` |
| Min Tclk post-route | `3.99 ns` |
| Synth Cell Area | `821 sq um` |
| Yosys top cell by area | `nor2_1` |
| Yosys warns | `1` |
| Seq/Total Area, Yosys | `0%` |
| Startpoint Class | `input pin` |
| Resize count post-CTS | `0` |
| Vias in the first global route | `around 1000` |
| CP Capture Type | `primary output` |
| Worst Max-Slew Pin Slew | `0.506 ns` |
| Largest net degree at the start of global routing | `16` |
| Drt wl/cell | `13.2 um` |
| Critical Path AT | `3.15 ns` |
| Leakage | `0.459 nW` |
| Post-Syn Area per Cell | `5.95 sq um` |
| FMAX | `251 MHz` |
| Non-filler cells, final | `between 200 and 250` |
| GRT Residual Overflow | `0` |
| Hold Path Depth | `4` |
| CP startpoint | `inst[12]` |
| Endpoints failing setup | `0` |
| Yosys top cell by instances | `nor2_1` |
| Share of layout cells above drive strength 1 | `8.57%` |
| Top cell area share | `about a tenth` |
| Hold WS | `2.69 ns` |
| Worst hold path type | `in -> out` |
| Tally of max-capacitance violations | `0` |
| Layout Area Growth over Synthesis | `57.2%` |
| Tot Pwr | `about 0.082 mW` |
| Initial antenna violation count | `0` |
| Crit path DRT | `3.36 ns` |
| Hold_sp | `inst[3]` |
| Top cells by area | `nor2_1, ha_1, a21oi_1, nand2_1, o21ai_0` |
| Via count | `roughly 1100` |
| Worst Path Max Fanout | `10` |
| # Post-CTS Setup Buffers | `0` |
| # rows | `21` |
| Die W | `80 um` |
| RSZ-0062 raised after global routing | `false` |
| Critical path class | `in -> out` |
| Antenna viol nets, final | `0` |
| Power Dens Cells | `63.6 nW/um^2` |
| Setup TNS | `0 ns` |
| N_diodes | `0` |
| Flop count | `0` |
| DR vias/cell | `5.08` |
| Final core occ | `37.8%` |
| DP Area | `1290 sq um` |
| DRC viols | `0` |
| Fillers | `around 360` |
| Yosys cell count | `138` |
| Final WS setup | `0.210 ns` |
| Hold buffer count at CTS | `0` |
| Layout clock buffer count | `0` |
| Setup WS pre-CTS | `0.211 ns` |
| Cell total after placement | `roughly 220` |
| Post-layout period usage | `95.0%` |
| Number of detailed-route iterations in the first pass | `4` |
| DR iter-0 viols | `119` |
| Die Height | `80 um` |
| GP Congestion | `0.964` |
| Peak supply drop | `36.4 uV` |
| Total GRT Usage | `just under 9%` |
kinds of logic after synthesis:
family          count (synthesis)  share of synthesized area, %
compound gates                 46                          36.7
fa+ha+maj                       6                          9.15
buf+inv                        18                          9.60
xor+xnor                        1                          1.07
simple gates                   67                          43.4
path summary, 6_finish.rpt:
path  slack [ns]          end
min         2.69          jal
max         0.21  ALU_func[3]
power by group:
| group | leakage [nW] | switching, mW | total (mW) | internal, mW |
|---|---|---|---|---|
| logic | 0.459 | 0.0438 | 0.0821 | 0.0383 |
| registers | 0 | 0 | 0 | 0 |
| clock network | 0 | 0 | 0 | 0 |
metal layers:
| layer | vias to the layer above | track usage (%) | part of all wire [%] |
|---|---|---|---|
| met3 | 2 | 2.27 | 10 |
| met4 | 0 | 0.528 | 0.48 |
| met2 | 42 | 14.0 | 45 |
| li1 | 580 | - | - |
| met5 | - | 0 | 0 |
| met1 | 499 | 11.9 | 45 |
critical path, cell delays in order:
cell,delay (ns)
clkdlybuf4s50_1,0.54
inv_1,0.10
ha_1,0.33
nor2_1,0.27
nand2_1,0.10
a211oi_1,0.24
a21oi_1,0.07
o22ai_1,0.17
clkdlybuf4s50_1,0.50
cell type report:
class | instances | area [sq um] | area share [%]
multi-input combinational | 120 | 742 | 57.5
tap | 46 | 57.6 | 4.46
timing repair buffer | 47 | 460 | 35.7
inverter | 8 | 30.0 | 2.33
cells in the final DEF (no fill, tap or decap), drive strengths merged, types with 2 or more instances in the layout:
cell,n
nand4,2
buf,4
clkdlybuf4s50,43
nor3,5
o21ai,7
and3b,2
a31oi,4
nand3,4
nor2,22
nand2,17
a21oi,13
inv,8
nand3b,2
or2,3
or3,2
a21o,3
nor4,2
a211oi,4
ha,6
o22ai,4
nand2b,2
Power is estimated from default activity; no workload was simulated.
